==> ./design.v <==
`timescale 1ns / 1ps
module ram_ctl(
input display,
input clk_40ns,
input clk_80ns,
input rst,
input [15:0] MemDB,
input [9:0] hcount,
input [9:0] vcount,
input [15:0] data_out,
input [15:0] data_out_bar_a,
input [15:0] data_out_bar_b,
input [9:0] ball_x,
input [9:0] ball_y,
input [9:0] bar_a_y,
input [9:0] bar_b_y,
input [3:0] state,
output reg [2:0] red,
output reg [2:0] green,
output reg [1:0] blue,
output reg [8:0] addr = 0,
output reg [10:0] addr_bar_a = 0,
output reg [10:0] addr_bar_b = 0,
output reg [25:0] MemAdr = 0
    );
parameter RADIUS = 10'd10;
parameter BALL_PIXELS = 9'd400;
parameter BAR_LENGTH = 10'd70;
parameter BAR_WIDTH = 10'd18;
parameter BAR_PIXELS = 11'd1260;
parameter bar_a_x = 10'd5;
parameter bar_b_x = 10'd617;
reg flag = 0;
reg flag_bar_a = 0;
reg flag_bar_b = 0;
reg [9:0] ball_x_tem = 0;	 
reg [9:0] ball_y_tem = 0;
reg [9:0] bar_a_x_tem = 0;
reg [9:0] bar_a_y_tem = 0;
reg [9:0] bar_b_x_tem = 0;
reg [9:0] bar_b_y_tem = 0;
reg [25:0] state_offset = 26'd0;
always@(posedge clk_80ns or posedge rst)
begin
	if(rst)
		begin
			ball_x_tem <= 0;
			ball_y_tem <= 0;
		end
	else if( addr ==  BALL_PIXELS - 2)
		begin
			ball_x_tem <= 0;
			ball_y_tem <= 0;
		end
	else if( (vcount - 31) == (ball_y - RADIUS -1))
		begin
			ball_x_tem <= ball_x;
			ball_y_tem <= ball_y;
		end
	else
		begin
			ball_x_tem <= ball_x_tem;
			ball_y_tem <= ball_y_tem;
		end
end
always@(posedge clk_80ns or posedge rst)
begin
	if(rst)
		begin
			bar_a_x_tem <= 0;
			bar_a_y_tem <= 0;
		end
	else if( addr_bar_a ==  BAR_PIXELS - 2)
		begin
			bar_a_x_tem <= 0;
			bar_a_y_tem <= 0;
		end
	else if( (vcount - 31) == (bar_a_y - 1))
		begin
			bar_a_x_tem <= bar_a_x;
			bar_a_y_tem <= bar_a_y;
		end
	else
		begin
			bar_a_x_tem <= bar_a_x_tem;
			bar_a_y_tem <= bar_a_y_tem;
		end
end
always@(posedge clk_80ns or posedge rst)
begin
	if(rst)
		begin
			bar_b_x_tem <= 0;
			bar_b_y_tem <= 0;
		end
	else if( addr_bar_b ==  BAR_PIXELS - 2)
		begin
			bar_b_x_tem <= 0;
			bar_b_y_tem <= 0;
		end
	else if( (vcount - 31) == (bar_b_y - 1))
		begin
			bar_b_x_tem <= bar_b_x;
			bar_b_y_tem <= bar_b_y;
		end
	else
		begin
			bar_b_x_tem <= bar_b_x_tem;
			bar_b_y_tem <= bar_b_y_tem;
		end
end
always@(posedge clk_80ns or posedge rst)
begin
	if(rst)
		begin
		addr <= 0;
		flag <= 0;
		end
	else if(addr == BALL_PIXELS -2 )
		begin
		addr <= 0;
		flag <= 0;
		end
	else if((hcount - 144) >= (ball_x_tem - RADIUS) && (hcount - 144) <= (ball_x_tem +RADIUS-1) && (vcount - 31) >=  (ball_y_tem
				-RADIUS) && (vcount -31) <= (ball_y_tem +RADIUS-1) && ball_x_tem != 10'b0)
		begin
			flag <= 1;
			addr <= addr + 9'd2;
		end
	else 
		begin
		addr <= addr;
		flag <= 0;
		end
end
always@(posedge clk_80ns or posedge rst)
begin
	if(rst)
		begin
		addr_bar_a <= 0;
		flag_bar_a <= 0;
		end
	else if(addr_bar_a == BAR_PIXELS -2 )
		begin
		addr_bar_a <= 0;
		flag_bar_a <= 0;
		end
	else if((hcount - 144) >= bar_a_x_tem && (hcount - 144) <= (bar_a_x_tem + BAR_WIDTH -1 ) && (vcount - 31) >=  bar_a_y_tem
				 && (vcount -31) <= (bar_a_y_tem + BAR_LENGTH - 1) && bar_a_x_tem != 10'b0)
		begin
			flag_bar_a <= 1;
			addr_bar_a <= addr_bar_a + 9'd2;
		end
	else 
		begin
		addr_bar_a <= addr_bar_a;
		flag_bar_a <= 0;
		end
end
always@(posedge clk_80ns or posedge rst)
begin
	if(rst)
		begin
		addr_bar_b <= 0;
		flag_bar_b <= 0;
		end
	else if(addr_bar_b == BAR_PIXELS -2 )
		begin
		addr_bar_b <= 0;
		flag_bar_b <= 0;
		end
	else if((hcount - 144) >= bar_b_x_tem && (hcount - 144) <= (bar_b_x_tem + BAR_WIDTH -1 ) && (vcount - 31) >=  bar_b_y_tem
				 && (vcount -31) <= (bar_b_y_tem + BAR_LENGTH - 1) && bar_b_x_tem != 10'b0)
		begin
			flag_bar_b <= 1;
			addr_bar_b <= addr_bar_b + 9'd2;
		end
	else 
		begin
		addr_bar_b <= addr_bar_b;
		flag_bar_b <= 0;
		end
end
always@(*)
begin
	case(state)
		4'd0:	state_offset <= 26'd0;
		4'd1: state_offset <= 26'd153600;
		4'd2: state_offset <= 26'd307200;
		4'd3: state_offset <= 26'd460800;
		4'd4: state_offset <= 26'd614400;
		4'd5: state_offset <= 26'd768000;
		4'd6:	state_offset <= 26'd921600;
		4'd8: state_offset <= 26'd1075200;
		4'd9: state_offset <= 26'd1228800;
		4'd10: state_offset <= 26'd1382400;
	default: state_offset <= state_offset;
	endcase
end
always@(posedge clk_80ns or posedge rst)
begin
	if(rst)
		MemAdr <= 0;
	else if(vcount == 0)
		MemAdr <= state_offset;
	else if(MemAdr == state_offset + 26'd153599)
		MemAdr <= state_offset;
	else if(display == 1)
		MemAdr <= MemAdr + 26'b1;
	else
		MemAdr <= MemAdr;
end
reg pcounter;
always@(posedge clk_40ns or posedge rst)
begin
	if(rst)
		pcounter <= 0;
	else if(display == 1)
		pcounter <= ~pcounter;
	else
		pcounter <= 0;
end
always@(posedge clk_40ns)
begin
	if(state == 4'd7)
		begin
			red <= 3'b000;
			green <= 3'b000;
			blue <= 3'b00;
		end
	else if(display == 1)
		begin
			if(flag_bar_a == 1&&(state == 4'd3||state == 4'd5||state==4'd6))
				begin
					red <= (pcounter == 0)? data_out_bar_a[15:13]:data_out_bar_a[7:5];
					green <= (pcounter == 0)? data_out_bar_a[12:10]:data_out_bar_a[4:2];
					blue <= (pcounter == 0)? data_out_bar_a[9:8]:data_out_bar_a[1:0];
				end
			else if(flag_bar_b == 1&&(state == 4'd3||state == 4'd5||state==4'd6))
				begin
					red <= (pcounter == 0)? data_out_bar_b[15:13]:data_out_bar_b[7:5];
					green <= (pcounter == 0)? data_out_bar_b[12:10]:data_out_bar_b[4:2];
					blue <= (pcounter == 0)? data_out_bar_b[9:8]:data_out_bar_b[1:0];
				end
			else
				begin
				if(flag == 1 && (state == 4'd3||state == 4'd5||state ==4'd6) )
					begin
						red <= (pcounter == 0)? ((data_out[15:8]== 8'd0)? MemDB[15:13] :data_out[15:13]):((data_out[15:8]== 8'd0)? MemDB[7:5] :data_out[7:5]);
						green <= (pcounter == 0)? ((data_out[15:8]== 8'd0)? MemDB[12:10] :data_out[12:10]):((data_out[15:8]== 8'd0)? MemDB[4:2] :data_out[4:2]);
						blue <= (pcounter == 0)? ((data_out[15:8]== 8'd0)? MemDB[9:8] :data_out[9:8]):((data_out[15:8]== 8'd0)? MemDB[1:0] :data_out[1:0]);
					end
				else
					begin
						red <= (pcounter == 0) ? MemDB[15:13] : MemDB[7:5];
						green <= (pcounter == 0)? MemDB[12:10] : MemDB[4:2];
						blue <= (pcounter == 0)? MemDB[9:8] : MemDB[1:0];
					end
				end
		end
	else
		begin
			red <= 3'b000;
			green <= 3'b000;
			blue <= 3'b00;
		end
end
endmodule
==> ./run.sh <==
#!/bin/bash
# OpenROAD 26Q1-2900-gdf79404cd8, Yosys 0.63+post, stock flow scripts
make -C /OpenROAD-flow-scripts/flow DESIGN_CONFIG=/design/flow/config.mk WORK_HOME=/design/flow/orfs finish
==> ./config.mk <==
export PLATFORM = sky130hd
export DESIGN_NAME = ram_ctl
export DESIGN_NICKNAME = ram_ctl
export VERILOG_FILES = /design/flow/design.v
export SDC_FILE = /design/flow/constraint.sdc
export NUM_CORES = 4
export LEC_CHECK = 1
export CORE_UTILIZATION = 40
==> ./constraint.sdc <==
current_design ram_ctl

set clk_period 3.8
set clk_io_pct 0.2

create_clock -name clk0 -period $clk_period [get_ports {clk_40ns}]
create_clock -name clk1 -period $clk_period [get_ports {clk_80ns}]

set non_clock_inputs [all_inputs -no_clocks]
set_input_delay [expr $clk_period * $clk_io_pct] -clock clk0 $non_clock_inputs
set_output_delay [expr $clk_period * $clk_io_pct] -clock clk0 [all_outputs]
==> results.txt <==
Physical implementation.

- The standard cell core area is roughly 26000 um^2.
- In the synthesized netlist the dominant register cell turns out to be sky130_fd_sc_hd__dfrtp_1.
- The multiplexer share of the synthesized area is 0.0406.
- Input and output buffers added on the ports amount to 192.
- The detailed placer reported the number of placed instances as about 1800.
- Per the log, the first TritonRoute iteration ended with a DRC count of about 580.
- The critical path startpoint is hcount[6].
- The fraction of the core area occupied by cells at floorplan is 0.411.
- After synthesis, the mean cell area works out to between 8 and 9 um^2.
- The setup total negative slack is 0 ns.
- The count of max-cap constraint violations is 0.
- The y dimension of the die is about 170 um.
- The kind of start point of the critical path is a primary input.
- The final number of setup-violating endpoints is 0.
- 10 endpoints have no timing constraint.
- The number of synthesized register bits is roughly 120.
- sky130_fd_sc_hd__dfrtp_1 takes more of the synthesized area than any other cell.
- The number of detailed-routing iterations run before antenna repair is 18.
- From left edge to right edge, the die measures approximately 170 um.
- Between the synthesized netlist and the finished layout, the area growth was recorded as 32.9%.
- The synthesized netlist contains a little over 80 unique library cells.
- The logs give a warning total of between 40 and 50.
- The via count of the first global-routing pass came to approximately 9600.
- The areal power density over the cells is approximately 310 nW/um^2.
- Routing resource usage on met1 recorded by global route was 0.320.
- The leakage power in the latest report is 0.00634 uW.
- The total cells reported by yosys after synthesis is around 1300.
- The startpoint-to-endpoint class of the critical path is in2reg.
- The standard-cell row count is 59.
- Setup repair after global routing could not meet its margin everywhere.
- The number of flops mapped to enable cells by yosys is 0.
- Summed over all routing layers, the global router reports a total usage of 0.217.
- The type of the tightest min-delay check is reg2reg.
- The routed layout reports a DRC error count of 0.
- For this run, the number of Yosys warnings is 1.
- By instance count after routing, the leading logic cell type is sky130_fd_sc_hd__clkdlybuf4s50_1.
- The cell-mix breakdown from Yosys lists the simple-gate area share as 0.216.
- The global routing met2 resource utilization is 0.356.
- Per the cell usage report, the commonest logic cells after layout are sky130_fd_sc_hd__clkdlybuf4s50_1, sky130_fd_sc_hd__ha_1, sky130_fd_sc_hd__buf_4.
- The area fraction in full adders, half adders and majority gates is 0.140.
- The flow ran to the end, and the final reports show no timing, DRC or antenna violations.
- The first global-routing pass estimated approximately 48000 um of wire.
- The peak supply drop is about 240 uV.
- Counting flops with an async set or reset pin after synthesis yields a share of 0.847.
- Per the gpl log, the routability congestion estimate is around 0.90.
- The finished layout holds 1874 standard cells, fillers aside.
- The post-synthesis instance area is approximately 11000 um^2.
- In this run the tightest slew margin relative to its limit is 0.430.
- The remaining antenna violation count after routing is 0.
- For this run the detailed placement stage logged an HPWL of about 23000 um.
- The worst path arrival time is slightly below 4 ns.
- The met3 routing resource usage after global routing is 0.0248.
- The initial antenna violation count was 0.
- Counting endpoints that fail hold in the final report gives 0.
- The number of max-slew violations in the final report is 0.
- Ranked by total cell area, the synthesized netlist is headed by sky130_fd_sc_hd__dfrtp_1, sky130_fd_sc_hd__ha_1, sky130_fd_sc_hd__xnor2_1.
- The die area is between 20000 and 30000 um^2.
- The origin of the critical flop-to-flop path is bar_b_y_tem[2].
- The AND-OR/OR-AND share of the synthesized area is 0.166.
- Looking at hold timing, the worst path starts from addr_bar_a[10].
- For this run the aggregate overflow at the end of global routing stands at 0.
- The timer found 10 register pins that no clock reaches; their paths are not timed.
- The routed wirelength normalized by instance count is roughly 15 um.
- The largest family of logic cells by area is simple AND/OR/NAND/NOR gates.
- The pin count of the biggest net entering global routing is 56.
- In the post-route report, total wirelength is listed as approximately 29000 um.
- The largest clock skew in the final design is just under 0.01 ns.
- The share of post-route cells with drive strength above 1 is 0.127.
- The clock tree from TritonCTS is built.
- For reference, the clock transition at the flip-flops on the worst setup and hold paths is approximately 0.08 ns.
- The area fraction of the largest cell type after synthesis is 0.232.
- The share of the synthesized netlist area taken by xor and xnor gates is 0.130.
- Per the timing report, the biggest fanout along the worst path comes to 6.
- The synthesized instance count is between 1000 and 1500.
- The type of element capturing the critical path is a register.
- STA puts the critical path data required time at 4.04 ns.
- The most crowded layer after global routing is met2.
- The script logs the ratio of routed vias to standard cells as roughly 5.4.
- The routed design ends up with an antenna cell count of 0.
- between 150 and 200 I/O pins were placed.
- The area of the synthesized netlist per yosys stat is between 10000 and 15000 um^2.
- Looking at the max-slew report, the worst-margin pin has a slew of around 0.86 ns.
- The total via count in the routed design is 10000.
## cell type report
class                           count  area, um^2
Fill cell                        2323       11900
Multi-Input combinational cell   1033        7640
Sequential cell                   118        2810
Timing Repair Buffer              305        2810
Tap cell                          335         419
Clock buffer                       13         304
Inverter                           63         239
Clock inverter                      7        92.6
## critical path, stage by stage
cell and delay [ns]:
sky130_fd_sc_hd__clkdlybuf4s50_1 0.48, sky130_fd_sc_hd__or3_1 0.33, sky130_fd_sc_hd__a21oi_1 0.18, sky130_fd_sc_hd__xor2_1 0.25
sky130_fd_sc_hd__ha_1 0.31, sky130_fd_sc_hd__a2111oi_0 0.45, sky130_fd_sc_hd__a41oi_1 0.15, sky130_fd_sc_hd__or4_4 0.61
sky130_fd_sc_hd__nor2b_2 0.16, sky130_fd_sc_hd__mux2_4 0.30
## layer usage
layer / vias up / part of all wire
li1: 5118 / -
met3: 18 / 0.054
met2: 244 / 0.47
met4: 0 / 0.014
met5: - / 0
met1: 4657 / 0.46
## sequential cells by signal, summed over array words and instances, names as in the netlist, 8 cells and up
register / cells
state_offset: 10
ball_x_tem: 10
bar_b_y_tem: 10
addr: 8
MemAdr: 26
bar_a_y_tem: 10
ball_y_tem: 10
addr_bar_a: 10
addr_bar_b: 10
## final timing paths
path	slack, ns	cells past startpoint	end
setup / recovery	0.08	10	addr_bar_b[8]
hold / removal	0.53	1	addr_bar_a[10]
setup reg to reg	0.37	14	addr_bar_b[8]
hold reg to reg	0.53	1	addr_bar_a[10]
max in group clk0	0.62	10	blue[1]
max in group asynchronous	2.16	3	pcounter
min in group clk0	0.77	1	pcounter
min in group asynchronous	0.87	2	flag_bar_a
## cell usage after synthesis (22+ instances only)
library cell / n
sky130_fd_sc_hd__nor2b_1: 22
sky130_fd_sc_hd__nand2_1: 81
sky130_fd_sc_hd__xnor2_1: 98
sky130_fd_sc_hd__mux2i_1: 29
sky130_fd_sc_hd__clkbuf_1: 27
sky130_fd_sc_hd__nand3_1: 83
sky130_fd_sc_hd__ha_1: 120
sky130_fd_sc_hd__a21oi_1: 71
sky130_fd_sc_hd__dfrtp_1: 100
sky130_fd_sc_hd__nor2_1: 92
sky130_fd_sc_hd__xor2_1: 59
sky130_fd_sc_hd__o21ai_0: 68
sky130_fd_sc_hd__inv_1: 62
## cell families after synthesis
| group | Yosys count |
|---|---|
| other | 1 |
| adder cells (fa/ha/maj) | 121 |
| multiplexers | 42 |
| flip-flops | 108 |
| AND-OR/OR-AND | 273 |
| XOR/XNOR | 158 |
| latches | 10 |
| buffers and inverters | 111 |
| AND/OR/NAND/NOR | 436 |
## per-stage QoR
step	worst slack (ns)	power (uW)	utilization	hold WS, ns	cell area (um^2)
2_1_floorplan	-0.291	2600	-	0.451	10800
3_3_place_gp	-0.695	3260	0.525	0.516	13800
3_5_place_dp	-0.737	3280	0.525	0.520	13800
4_1_cts	-0.0487	4490	0.544	0.530	14300
5_1_grt	-0.0659	4810	0.546	0.572	14300
6_report	0.0766	4470	0.546	0.529	14300
## power breakdown
| part | internal (uW) | total [uW] | switching (uW) |
|---|---|---|---|
| sequential | 1270 | 1430 | 159 |
| clock | 670 | 1180 | 509 |
| combinational | 966 | 1860 | 896 |
| total | 2900 | 4470 | 1560 |
## timing repair
item	4_1_cts	5_1_grt
pin swaps	20	15
endpoints found under the setup margin	13	22
gates resized	35	14
hold buffers	0	0
setup buffers	7	1
gates cloned	0	1
Power and IR drop assume default switching activity.
