`flow/constraint.sdc`:
```
current_design Glitch_Reduce

set clk_period 4.6
set clk_io_pct 0.2

create_clock -name clk0 -period $clk_period [get_ports {clk}]

set non_clock_inputs [all_inputs -no_clocks]
set_input_delay [expr $clk_period * $clk_io_pct] -clock clk0 $non_clock_inputs
set_output_delay [expr $clk_period * $clk_io_pct] -clock clk0 [all_outputs]
```
`flow/run.sh`:
```
#!/bin/bash
# OpenROAD 26Q1-2900-gdf79404cd8, Yosys 0.63+post, stock flow scripts
make -C /OpenROAD-flow-scripts/flow DESIGN_CONFIG=/design/flow/config.mk WORK_HOME=/design/flow/orfs finish
```
`flow/config.mk`:
```
export PLATFORM = sky130hd
export DESIGN_NAME = Glitch_Reduce
export DESIGN_NICKNAME = Glitch_Reduce
export VERILOG_FILES = /design/flow/design.v
export SDC_FILE = /design/flow/constraint.sdc
export NUM_CORES = 4
export LEC_CHECK = 1
export CORE_UTILIZATION = 50
```
`flow/design.v`:
```
`timescale 1ns / 1ps
module Glitch_Reduce(
input clk,
input rst,
input [4:0] clt,
output reg w_state = 0,
output reg s_state = 0,
output reg Ua_state = 0,
output reg Da_state = 0,
output reg Pause = 0
    );
reg [19:0] coutw = 20'd0;
reg [19:0] couts = 20'd0;
reg [19:0] coutU = 20'd0;
reg [19:0] coutD = 20'd0;
reg [19:0] coutP = 20'd0;
always@(posedge clk or posedge rst)
begin 
	if(rst)
		coutw <= 0;
	else if(coutw ==20'd1_000_000)
		coutw <= 0;
	else if(clt[0] != w_state)
		coutw <= coutw + 20'd1;
	else
		coutw <= 0;
end 
always@(posedge clk or posedge rst)
begin 
	if(rst)
		w_state <= 0;
	else if( coutw == 20'd1_000_000)
		begin
		w_state <= clt[0];
		end
end
always@(posedge clk or posedge rst)
begin 
	if(rst)
		couts <= 0;
	else if(couts ==20'd1_000_000)
		couts <= 0;
	else if(clt[1] != s_state)
		couts <= couts + 20'd1;
	else
		couts <= 0;
end 
always@(posedge clk or posedge rst)
begin 
	if(rst)
		s_state <= 0;
	else if( couts == 20'd1_000_000)
		begin
		s_state <= clt[1];
		end
end
always@(posedge clk or posedge rst)
begin 
	if(rst)
		coutU <= 0;
	else if(coutU ==20'd1_000_000)
		coutU <= 0;
	else if(clt[2] != Ua_state)
		coutU <= coutU + 20'd1;
	else
		coutU <= 0;
end 
always@(posedge clk or posedge rst)
begin 
	if(rst)
		Ua_state <= 0;
	else if( coutU == 20'd1_000_000)
		begin
		Ua_state <= clt[2];
		end
end
always@(posedge clk or posedge rst)
begin 
	if(rst)
		coutD <= 0;
	else if(coutD ==20'd1_000_000)
		coutD <= 0;
	else if(clt[3] != Da_state)
		coutD <= coutD + 20'd1;
	else
		coutD <= 0;
end 
always@(posedge clk or posedge rst)
begin 
	if(rst)
		Da_state <= 0;
	else if( coutD == 20'd1_000_000)
		begin
		Da_state <= clt[3];
		end
end
always@(posedge clk or posedge rst)
begin 
	if(rst)
		coutP <= 0;
	else if(coutP ==20'd1_000_000)
		coutP <= 0;
	else if(clt[4] != Pause)
		coutP <= coutP + 20'd1;
	else
		coutP <= 0;
end 
always@(posedge clk or posedge rst)
begin 
	if(rst)
		Pause <= 0;
	else if( coutP == 20'd1_000_000)
		begin
		Pause <= clt[4];
		end
end
endmodule
```
==> results_slide.txt <==
Implementation Results

Worst setup path
  • Max incr delay on CP: 490 ps
  • Worst setup path class: register to output pin
  • Critical-path top delay cell: clkdlybuf4s50_1
  • Req. time, crit path: 3680 ps
  • Startpoint types: register
  • Reg2reg end: Da_state
  • WP buf/inv: 1
  • Delay-heaviest family, CP: buffers and inverters
  • Worst Path Arrival: 1270 ps
  • Max FO, Critical Path: 3
  • FF-to-FF path depth: 4
  • Setup crit end kind: output pin
  • Worst reg2reg startpoint: coutD[2]
  • Worst-path cell chain: clkdlybuf4s50_1
  • Setup slack, reg-to-reg: 2420 ps

Global route
  • Initial antenna violation count: 0
  • First-pass GRT wire length: 17.3 mm
  • Pin count of the biggest net entering global routing: 43
  • Grt ovf: 0
  • Total track usage: 0.194
  • Vias in the first global route: 3724

Yosys
  • Synthesized area: 5380 um2
  • Synth area leader: dfrtp_1
  • Yosys xor share: 0.114
  • Synth mux share: 0.0142
  • Syn Area/Cell: 9.62 um2
  • Ao+oa area frac: 0.0603
  • Dominant comb cell: simple AND/OR/NAND/NOR gates
  • Unique cell types: 37
  • Largest type area fraction: 0.489
  • Ys cells: 559
  • YS chip area: 5380 um2
  • Simple Share, Synth: 0.270
  • Yosys adder share: 0.0233
  • Sequential share of the synthesized area: 0.489
  • Synth Warn #: 1
  • Registers, synthesis: 105
  • Synth Instances: 559
  • Top cells by area: dfrtp_1 (49%), xnor2_1 (7.5%), nor2_1 (6.1%)

Timing
  • Post-Route Setup TNS: 0 ps
  • Final period utilization: 0.476
  • Slew HR: 0.538
  • Final setup viols: 0
  • Unrepaired setup endpoints after global routing: no
  • Slew @ Worst Pin: 686 ps
  • Highest Clock Rate: 457 MHz
  • Final hold vios: 0
  • Max Slew Vio Count: 0
  • Final min period: 2190 ps
  • Clock skew: 13.6 ps

Clocking
  • CTS sink cnt: 105
  • Reg clk slew, reported paths: 110 ps
  • CTS tree: built
  • CTS root buffer: clkbuf_8
  • Post-CTS sizing: 0
  • Worst skew pair latency: 380 ps
  • CTS Hold Bufs: 0
  • Post-CTS Setup Bufs: 0
  • Clock Tree Buf Depth: 2
  • Htree depth: 3
  • Number of CTS-inserted buffers: 9

Floorplan
  • Num rows: 37
  • Floorplan utilization: 0.518
  • Placeable Area: 10400 um2
  • Die width: 106 um
  • Die footprint: 11200 um2
  • Die H: 106 um
  • # IOs: 12

Worst hold path
  • Hold Path Class: register to register
  • Hold EP: coutw[0]
  • Hold Crit Start: coutw[0]
  • Cells on Worst Hold Path: 1

Placed design
  • Detailed placement HPWL: 6.28 mm
  • Port Buffers: 11
  • GPL Wtd Cong: 0.828
  • Post-Place Cell Area: 5630 um2

Routing
  • Post-DR wirelength/cell: 13.3 um
  • Final wirelength: 9.46 mm
  • DRT antenna net count: 0
  • Via Count: 3947
  • DR pass1 iterations: 4
  • ANT cells: 0
  • DRC violations left: 0
  • Vias per inst: 5.55
  • Drt initial violations: 146

Layout
  • Most frequent cells in the layout: dfrtp_1 (105), nor2_1 (88), xnor2_1 (46)
  • Fin area: 5800 um2
  • Area Overhead vs Synth: 7.94%
  • Filler Cell Count: 912
  • Final core utilization: 0.559
  • Most instantiated logic cell after routing: dfrtp_1
  • Share of layout cells above drive strength 1: 0.0557

Power
  • LEAKAGE: 0.00227 uW
  • PD cells: 273 nW/um2
  • Max VDD drop: 0.000208 V

Run status
  • Status: finished, final reports clean

Run
  • # Max-Cap Violations: 0
  • Tool warnings: 30
cell type report:
class,instances,area (um2),share of cell area
Clock buffer,9,124,0.0214
Clock inverter,6,52.6,0.00906
Inverter,26,100,0.0173
Multi-Input combinational cell,414,2590,0.446
Sequential cell,105,2630,0.453
Tap cell,136,170,0.0293
Timing Repair Buffer,15,140,0.0242
layer usage:
metal  up-vias  global-route usage  share of wire  wire length (um)
li1       2007                   -              -                 -
met1      1899               0.333           0.53              4990
met2        34               0.284           0.44              4140
met3         7              0.0290          0.023               213
met4         0              0.0198          0.012               117
met5         -                   0              0                 0
cell families (layout without fill, tap and decap cells):
group / after synthesis / in the layout
adder cells (fa/ha/maj): 10 / 10
flip-flops: 105 / 105
AND/OR/NAND/NOR: 274 / 274
AND-OR/OR-AND: 53 / 53
buffers and inverters: 40 / 56
XOR/XNOR: 70 / 70
multiplexers: 7 / 7
report_power, final:
part           total (uW)  internal [uW]  switching [uW]
clock                 527            201             326
sequential            957            938            19.4
combinational        98.2           34.8            63.4
through the flow:
| step | hold WS (ps) | setup WS [ps] | cells | power [uW] |
|---|---|---|---|---|
| floorplan | 447 | 919 | 559 | 1040 |
| global placement | 467 | 2240 | 696 | 1070 |
| detailed placement | 469 | 2190 | 696 | 1080 |
| CTS | 490 | 2370 | 711 | 1610 |
| global route | 526 | 2310 | 711 | 1670 |
| finish | 492 | 2410 | 711 | 1580 |
Yosys cell counts, drive strengths merged:
| cell type | n |
|---|---|
| nand4 | 26 |
| a41o | 2 |
| and2 | 1 |
| nor3 | 15 |
| o21ai | 13 |
| nor4 | 17 |
| and3 | 9 |
| nand3b | 2 |
| clkbuf | 11 |
| buf | 3 |
| nor4b | 10 |
| a21bo | 1 |
| and4 | 7 |
| o31ai | 11 |
| ha | 10 |
| nand4b | 1 |
| or2 | 2 |
| nor2b | 2 |
| nand2 | 27 |
| a21o | 2 |
| dfrtp | 105 |
| inv | 26 |
| mux2i | 2 |
| nor4bb | 3 |
| xnor2 | 46 |
| or3 | 13 |
| mux2 | 5 |
| xor2 | 24 |
| nor2 | 88 |
| or4 | 14 |
| a21oi | 24 |
| nand3 | 37 |
worst max-delay path by stage:
stage | startpoint | end | cells past startpoint
global route | coutD[2] | coutD[10] | 4
CTS | s_state | s_state | 1
finish | s_state | s_state | 1
state kept, by name (all words and copies together) (netlist names):
| register | flops |
|---|---|
| coutD | 20 |
| s_state | 1 |
| w_state | 1 |
| Ua_state | 1 |
| coutw | 20 |
| coutU | 20 |
| Pause | 1 |
| Da_state | 1 |
| couts | 20 |
| coutP | 20 |
Power and IR drop assume default switching activity.
