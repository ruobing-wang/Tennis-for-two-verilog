File: /design/flow/config.mk
export PLATFORM = sky130hd
export DESIGN_NAME = bar_ctl
export DESIGN_NICKNAME = bar_ctl
export VERILOG_FILES = /design/flow/design.v
export SDC_FILE = /design/flow/constraint.sdc
export NUM_CORES = 4
export LEC_CHECK = 1
export CORE_UTILIZATION = 40
File: /design/flow/constraint.sdc
current_design bar_ctl

set clk_period 3.0
set clk_io_pct 0.2

create_clock -name clk0 -period $clk_period [get_ports {clk}]

set non_clock_inputs [all_inputs -no_clocks]
set_input_delay [expr $clk_period * $clk_io_pct] -clock clk0 $non_clock_inputs
set_output_delay [expr $clk_period * $clk_io_pct] -clock clk0 [all_outputs]
File: /design/flow/design.v
`timescale 1ns / 1ps
module bar_ctl(
input clk,
input w_state,
input s_state,
input Ua_state,
input Da_state,
input ESC_state,
input start,
input [3:0] state,
output reg [9:0] bar_a_y = 10'd205,
output reg [9:0] bar_b_y = 10'd205,
output reg [9:0] bar_a_y_speed = 0,
output reg [9:0] bar_b_y_speed = 0
    );
reg clk_50Hz = 0;
reg [20:0] counter = 0;
parameter BAR_SPEED = 10'd3;
parameter BAR_LENGTH = 10'd70;
parameter BAR_WIDTH = 10'd18;
always@(posedge clk or negedge start)
begin
	if(!start)
		counter <= 21'd0;
	else if(state == 4'd5 || state ==4'd6)
		counter <= counter;
	else if(counter == 21'd1_000_000)
		begin
		clk_50Hz <= 1;
		counter <= counter + 21'd1;
		end
	else if(counter == 21'd2_000_000)
		begin
		counter <= 21'd0;
		clk_50Hz <= 0;
		end
	else
		counter <= counter + 21'd1;
end
always@(*)
begin
	if(ESC_state)
		begin
			bar_a_y_speed <= 10'd0;
			bar_b_y_speed <= 10'd0;
		end
	else
		begin
			bar_a_y_speed <= s_state ? (w_state ? 10'd0 :  BAR_SPEED ): (w_state ? -BAR_SPEED : 10'd0 );
			bar_b_y_speed <= Da_state ? (Ua_state ? 10'd0 :  BAR_SPEED ): (Ua_state ? -BAR_SPEED : 10'd0 );
		end
end
always@(posedge clk_50Hz or negedge start)
begin
	if(!start)
		begin
			bar_a_y <= 10'd205;
		end
	else if(bar_a_y + bar_a_y_speed <= 10'd5)
		begin
			bar_a_y <= bar_a_y;
		end
	else if(bar_a_y + bar_a_y_speed >= 10'd475 - BAR_LENGTH)
		begin
			bar_a_y <= bar_a_y;
		end
	else
		bar_a_y <= bar_a_y + bar_a_y_speed;
end
always@(posedge clk_50Hz or negedge start)
begin
	if(!start)
		begin
			bar_b_y <= 10'd205;
		end
	else if(bar_b_y + bar_b_y_speed <= 10'd5)
		begin
			bar_b_y <= bar_b_y;
		end
	else if(bar_b_y + bar_b_y_speed >= 10'd475 - BAR_LENGTH)
		begin
			bar_b_y <= bar_b_y;
		end
	else
		bar_b_y <= bar_b_y + bar_b_y_speed;
end
endmodule
File: /design/flow/run.sh
#!/bin/bash
# OpenROAD 26Q1-2900-gdf79404cd8, Yosys 0.63+post, stock flow scripts
make -C /OpenROAD-flow-scripts/flow DESIGN_CONFIG=/design/flow/config.mk WORK_HOME=/design/flow/orfs finish
==> run summary <==
flow finished, numbers: first-pass GRT wire length 11,180 microns, crit end category register, H-Tree Level Count 1, antenna violations before repair 0, IO buf count 50, critical-path cell list clkdlybuf4s50_1 > xor2_1 > and3b_1 > or3_1 > nor2_1 > and3_1 > nand2_1 > or3_1 > a21oi_1, worst min path class input pin to asynchronous set/reset pin, WL per Instance 13.33 microns, Final Hold Violation Tally 0, RePlAce Congestion 0.8714, fraction of layout cells with a size suffix above 1 between 10% and 20%, Final TNS setup 0 ns, drt first-iter violations 80, vias in the first global route roughly 2,400, Ports 51, final worst-path setup slack 0.3266 ns, Initial Util 42.39%, Crit path buffers/inverters 1, Post-synth EDFFs 1, Power Density 250.0 mW/mm^2, Cell Type Count 63, register pins left without a clock 20, Post-CTS Setup Inserts 0, Async S/R FF share, synth roughly 98%, TritonCTS clock tree built, dpl ws 0.07656 ns, Reg power frac between 40% and 50%, CTS hold repair buffers 0, CP Max Fanout 6, die area 0.008209 sq mm, clock root buffer clkbuf_8, dpl cells 469, # setup viols final 0, post-synthesis cell area 0.003141 sq mm, Die W 90.61 microns, CTS Buffer Depth 2, internal power roughly 620 uW, worst slew pin tran 0.6141 ns, chip height 90.61 microns, fin cells 473, Core ar. 0.007408 sq mm, final core utilization 49.96%, Via-to-Cell Ratio 5.300, max_slew headroom 59.06%, via count 2,507, crit path DAT 2.86 ns, RSZ-0062 raised after global routing false, top post-synthesis cells by count dfrtp_1 (31), nor2_1 (26), xnor2_1 (26), endpoints left unconstrained 40, Reg clk slew, reported paths 0.08 ns, GRT Resource Usage Total 16.69%, Synth area leaders dfrtp_1 (25%), dfstp_2 (8.4%), xnor2_1 (7.3%), post-synthesis cell count 339, Post-synth seq share 34.02%, cell with the most instances after synthesis dfrtp_1, leading area contributor after synthesis dfrtp_1, Top cell area share 24.70%, largest net degree at the start of global routing roughly 42, Clk pwr share 22.9%, fill cell count slightly below 700, Max Slew Vio Count 0, Peak VDD IR approximately 280 uV, WL final 6304 microns, combinational fraction of design power around 30%, Yosys warning total 1, Inserted Clock Buffers 3, status completed, Yosys chip area between 0.003 and 0.004 sq mm, Late-Pin Clk Latency 0.26 ns, CP required around 3.2 ns, DR pass1 iterations 4, ys flops 42, Final Critical Period 2.673 ns, Final Cycle Share 89.11%, Worst Setup Start Kind input pin, Highest Clock Rate 374.1 MHz, Crit path max-delay family simple AND/OR/NAND/NOR gates, most used flip-flop cell dfrtp_1, total of max-cap violations 0, grt total ovfl 0, DPL Wire Length 4642 microns, Final Skew 0.002485 ns, Sw Pwr 303.5 uW, classification of the worst setup path input pin to register, row cnt 31, cell mode on critical path or3_1, Net Sw Frac between 30% and 40%, drt drc 0, antenna cells 0, Largest stage delay, worst path 0.44 ns, CTS-repair resized insts 0, CP max stage cell or3_1, leakage 0.001579 uW, area delta synth->final 17.85%, Tool Warnings 28, cell total in the yosys stat output 339, antenna-violating nets left 0, syn avg cell area slightly above 9 sq um
==> metal layers <==
metal | track usage [%] | share of wire [%] | up-vias
met5 | 0 | 0 | -
met4 | 1.075 | 0.46 | 0
met3 | 1.368 | 4.8 | 2
met2 | 26.83 | 45 | 71
met1 | 26.57 | 50 | 1171
li1 | - | - | 1263
==> registers in the layout, indices dropped and copies added, names as in the netlist <==
register	flops
clk_50Hz	1
bar_a_y	10
bar_b_y	10
counter	21
==> power groups by stage <==
stage | Clock (uW) | Combinational [uW] | Sequential [uW]
6_report | 212 | 278 | 436
4_1_cts | 216 | 281 | 435
5_1_grt | 228 | 316 | 449
==> worst reg2reg max path, stage by stage (launching register included) <==
cell,delay (ns)
dfrtp_1,0.37
ha_1,0.19
nand3_1,0.12
or3_1,0.38
nor2_1,0.16
and3_1,0.25
nand2_1,0.11
or3_1,0.35
a21oi_1,0.14
==> path summary, 6_finish.rpt <==
check / startpoint / end / slack [ns] / cells past startpoint
min: start / counter[9] / 0.47 / 2
max reg2reg: counter[0] / counter[18] / 0.85 / 8
max: state[1] / counter[18] / 0.33 / 9
min in group clk0: counter[3] / counter[3] / 0.53 / 1
max in group asynchronous: start / counter[2] / 2.17 / 2
min reg2reg: counter[3] / counter[3] / 0.53 / 1
==> kinds of logic after synthesis <==
group                      share of synthesized area (%)
buffers and inverters                              7.928
muxes                                              4.303
AOI/OAI and AO/OA                                  13.67
and+or+nand+nor                                    21.59
DFF                                                34.02
xor gates and xnor gates                           12.43
adders and majority gates                          6.056
==> placed cells by master (no fill, tap or decap), types with 3 or more instances in the layout <==
cell,instances
o22ai_1,3
and3b_1,3
nand3_1,6
a21o_1,3
or3_1,7
inv_1,21
o21ai_0,13
clkdlybuf4s50_1,49
dfrtp_1,31
nor4_1,3
xor2_1,16
nor2_1,26
mux2i_1,3
mux2_4,4
and4_1,4
nand2_1,17
buf_4,7
nor4bb_1,3
mux2_2,4
and3_1,7
xnor2_1,26
a211oi_1,5
a21oi_1,14
nand2b_1,4
dfstp_2,10
a31oi_1,5
nand4_1,9
nor3_1,14
ha_1,12
clkbuf_8,4
==> cell type report <==
class / instances / area, sq um / area share, %
multi-input cells: 249 / 1823 / 49.26
repair buffers: 57 / 548.0 / 14.81
clock buffers: 4 / 55.05 / 1.487
well taps: 99 / 123.9 / 3.347
flip-flops and latches: 42 / 1069 / 28.87
inverters: 22 / 82.58 / 2.231
==> stage by stage <==
stage	hold slack [ns]	instance area [sq um]	total power [uW]
after detailed placement	0.5176	3646	718.1
after global routing	0.5480	3701	992.4
after CTS	0.5016	3701	931.9
final	0.4686	3701	925.4
after global placement	0.5150	3646	713.9
after floorplan	0.3044	3141	632.1
Power is estimated from default activity; no workload was simulated.
